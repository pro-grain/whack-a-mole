==> flow/config.mk <==
export PLATFORM = sky130hd
export DESIGN_NAME = timer
export DESIGN_NICKNAME = timer
export VERILOG_FILES = /design/flow/design.v
export SDC_FILE = /design/flow/constraint.sdc
export NUM_CORES = 4
export LEC_CHECK = 1
export CORE_AREA = 10 10 107 107
export DIE_AREA = 0 0 117 117
==> flow/design.v <==
`timescale 1ns / 1ps
module timer(
    input clk,
    input rst_n,
    input load,
    input [3:0] load_tens_digit,
    input [3:0] load_ones_digit,
    output reg [3:0] tens_digit,
    output reg [3:0] ones_digit
    );
    parameter CLOCK_FREQ = 100_000_000;  
    parameter ONE_SEC_COUNT = CLOCK_FREQ - 1;  
    reg [26:0] clock_divider;  
    reg one_sec_pulse;
    always @(posedge clk or negedge rst_n) begin
        if (!rst_n) begin
            clock_divider <= 27'b0;
            one_sec_pulse <= 1'b0;
        end else begin
            if (clock_divider == ONE_SEC_COUNT) begin
                clock_divider <= 27'b0;
                one_sec_pulse <= 1'b1;
            end else begin
                clock_divider <= clock_divider + 1;
                one_sec_pulse <= 1'b0;
            end
        end
    end
    always @(posedge clk or negedge rst_n) begin
        if (!rst_n) begin
            tens_digit <= 4'b0000;
            ones_digit <= 4'b0000;
        end else if (load) begin
            tens_digit <= load_tens_digit;
            ones_digit <= load_ones_digit;
        end else if (one_sec_pulse) begin
            if (ones_digit == 4'b0000) begin
                if (tens_digit != 4'b0000) begin
                    tens_digit <= tens_digit - 1;
                    ones_digit <= 4'b1001;  
                end
            end else begin
                ones_digit <= ones_digit - 1;
            end
        end
    end
endmodule
==> flow/constraint.sdc <==
current_design timer

set clk_period 3.4
set clk_io_pct 0.2

create_clock -name clk0 -period $clk_period [get_ports {clk}]

set non_clock_inputs [all_inputs -no_clocks]
set_input_delay [expr $clk_period * $clk_io_pct] -clock clk0 $non_clock_inputs
set_output_delay [expr $clk_period * $clk_io_pct] -clock clk0 [all_outputs]
==> flow/run.sh <==
#!/bin/bash
# OpenROAD 26Q1-2900-gdf79404cd8, Yosys 0.63+post, stock flow scripts
make -C /OpenROAD-flow-scripts/flow DESIGN_CONFIG=/design/flow/config.mk WORK_HOME=/design/flow/orfs finish
==> job_summary.md <==
## Implementation flow summary

| Metric | Value |
|---|---|
| GPL Wtd Cong | just over 0.8 |
| Synth cell count leaders | dfrtp_1, nand2_1, o21ai_0 |
| Mapped cell area | 1850 um^2 |
| Post-Synth Adder-Cell Area | 0.0203 |
| Ant. Diodes | 0 |
| M2 GR Usage | 0.0881 |
| Worst slew pin tran | 0.616 ns |
| Vias in the first global route | 1437 |
| Post-DP HPWL | around 2700 um |
| Crit path time final | between 1.5 and 2 ns |
| First-pass GRT wire length | ~6800 um |
| CORE AREA | between 9000 and 10000 um^2 |
| Setup tns final | 0 ns |
| Critical path's largest stage delay | approximately 0.55 ns |
| Critical path's slowest cell | or4_4 |
| Syn Inst Count | 188 |
| WP data arrival | 2.15 ns |
| Worst clock skew | approximately 0.0046 ns |
| Status | finished, final reports clean |
| LEAKAGE | between 0.8 and 0.9 nW |
| FILL cells | about 1000 |
| R2r startpoint | clock_divider[8] |
| Drt pass-1 iters | 4 |
| WP buf/inv | 0 |
| Fmax | approximately 0.52 GHz |
| Port bufs | 18 |
| Cells in synth_stat.txt | 188 |
| Max-slew violations | 0 |
| CP Class | register to register |
| Num ports | 19 |
| Area delta synth->final | 21.1% |
| Fraction of layout cells with a size suffix above 1 | 0.0857 |
| Min-delay src | clock_divider[26] |
| Count leader, synth | dfrtp_1 |
| Critical Path Most Common Cell | or4_4 |
| Synth area leader | dfrtp_1 |
| Std cell rows | 35 |
| Clock tree sinks | 36 |
| Yosys warning count | 1 |
| Chip area | ~14000 um^2 |
| Critical Path, Cell by Cell | nand4_1 > or4_4 > or4_4 > a21oi_2 |
| Internal reg-to-reg setup slack | approximately 1.5 ns |
| Met1 Track Usage GR | 0.0860 |
| VDD IR max | roughly 0.00013 V |
| Antenna violations before repair | 0 |
| Total congestion overflow | 0 |
| Hold Vio Cnt, Final | 0 |
| Setup Fix Bufs, Post-CTS | 0 |
| Final setup violation count | 0 |
| Max_cap viols | 0 |
| Avg Inst Size Synth | ~9.8 um^2 |
| Flip-flops with a built-in enable | 0 |
| Crit path from | clock_divider[8] |
| Yosys simple share | 0.264 |
| FFs w/ async S/R, synth | 1.00 |
| CTS H-tree depth | 2 |
| RSZ-0062 raised after global routing | no |
| Yosys reg bits | 36 |
| Ys flop type | dfrtp_1 |
| Met3 Use GR | 0.0165 |
| MUX share of area | 0.0454 |
| Die height | ~120 um |
| Total GRT Usage | 0.0590 |
| Root Driver | clkbuf_8 |
| Die width | 117 um |
| Post_cts resized | 0 |
| Max-slew headroom | 0.586 |
| Vias per inst | between 4 and 5 |
| Power, Total | 795 uW |
| Critical Path RT | approximately 3.6 ns |
| Pin count of the biggest net entering global routing | 37 |
| Max Root-Sink Buffers | 2 |
| OpenROAD warnings | 26 |
| Main logic family | simple AND/OR/NAND/NOR gates |
| Comb area | 910 um^2 |
| Drt wl/cell | approximately 12 um |
| Num CTS Buffers | 5 |
| CP startpoint kind | register |
| Xor and xnor area share after synthesis | 0.0711 |
| Seq share, synth | 0.488 |
| Yosys Chip Area | around 1800 um^2 |
| Worst min-delay path category | register to register |
| Delay-heaviest family, CP | simple AND/OR/NAND/NOR gates |
| Drt total wl | roughly 3800 um |
| Pwr per Cell Area | approximately 360 nW/um^2 |
| Top area cell types | dfrtp_1, xnor2_1, o21ai_0 |
| FF+latch area | roughly 900 um^2 |
| Ao+oa area frac | 0.0915 |
| Global routing's busiest layer | met2 |
| Post-layout period usage | 0.568 |
| Via count | between 1000 and 1500 |
| Area leader share | 0.488 |
| Clk slew on worst S/H paths | about 0.070 ns |
| Clock latency (worst-skew pair) | ~0.28 ns |
| CTS tree | built |
| Worst-path fanout max | 8 |
| Netlist cell types | 35 |
| Initial Util | 0.201 |
| Starting DRT DRC Count | slightly above 90 |
| Post-route ant nets | 0 |
| Crit path capture type | register |
| # DRC | 0 |
| Cts hold-fix bufs | 0 |
[routing by layer]
layer  part of all wire  wire, um
met5                  0         0
met3              0.063       242
met4              0.010        39
met1               0.53      2010
met2               0.40      1540
[flip-flops by register name, indices dropped and copies added, names as in the netlist]
signal	count
ones_digit	4
tens_digit	4
one_sec_pulse	1
clock_divider	27
[per-stage QoR]
stage / std cells / instance area (um^2) / utilization / worst slack, ns / hold WS (ns)
final: 321 / 2240 / 0.243 / 1.47 / 0.480
after global routing: 321 / 2240 / 0.243 / 1.33 / 0.522
after CTS: 321 / 2240 / 0.243 / 1.48 / 0.479
after detailed placement: 314 / 2160 / 0.235 / 1.47 / 0.467
after global placement: 314 / 2160 / 0.235 / 1.45 / 0.466
after floorplan: 188 / 1850 / - / 1.61 / 0.384
[area by class of cell]
cell class                 instances  share of cell area
clock inverter                     1             0.00224
sequential                        36               0.403
tap                              111              0.0621
clock buffer                       6              0.0324
timing repair buffer              20              0.0872
multi-input combinational        143               0.407
inverter                           4             0.00671
[logic make-up (layout without fill, tap and decap cells)]
| kind of cell | count (synthesis) | count (layout) |
|---|---|---|
| adder cells (fa/ha/maj) | 3 | 3 |
| flip-flops | 36 | 36 |
| buffers and inverters | 9 | 31 |
| XOR/XNOR | 15 | 15 |
| multiplexers | 8 | 8 |
| AND-OR/OR-AND | 31 | 31 |
| AND/OR/NAND/NOR | 86 | 86 |
[path summary, 6_finish.rpt]
check,to,cells past startpoint
setup / recovery,clock_divider[23],4
hold / removal,clock_divider[26],1
setup reg to reg,clock_divider[23],4
hold reg to reg,clock_divider[26],1
max in group asynchronous,clock_divider[18],2
min in group asynchronous,ones_digit[1],2
[where the power goes]
group          internal [mW]  switching [mW]  total, mW
combinational         0.0379          0.0250     0.0629
clock                  0.139           0.145      0.285
sequential             0.437          0.0100      0.447
total                  0.614           0.180      0.795
[cell usage in the layout (no fill, tap or decap), drive strengths merged]
cell type and count:
or3 7, nand2 17, nand3b 1, nor3 5, nand2b 1, nor4 2, o21ai 14, or2 1
xor2 4, and4 4, clkdlybuf4s50 18, nand4b 1, mux2 3, clkinv 1, inv 4, ha 3
dfrtp 36, xnor2 11, or4 3, a21oi 13, nor3b 3, buf 2, a21o 1, nand3 9
clkbuf 6, nor4b 2, nor2 13, nand4 12, and3 3, nor2b 2, mux2i 5, o31ai 3
Power and IR drop assume default switching activity.
