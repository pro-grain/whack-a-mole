===== config.mk =====
export PLATFORM = sky130hd
export DESIGN_NAME = display
export DESIGN_NICKNAME = display
export VERILOG_FILES = /design/flow/design.v
export SDC_FILE = /design/flow/constraint.sdc
export NUM_CORES = 4
export LEC_CHECK = 1
export CORE_AREA = 10 10 101 101
export DIE_AREA = 0 0 111 111

===== constraint.sdc =====
current_design display

set clk_period 2.6
set clk_io_pct 0.2

create_clock -name clk0 -period $clk_period [get_ports {clk}]

set non_clock_inputs [all_inputs -no_clocks]
set_input_delay [expr $clk_period * $clk_io_pct] -clock clk0 $non_clock_inputs
set_output_delay [expr $clk_period * $clk_io_pct] -clock clk0 [all_outputs]

===== design.v =====
`timescale 1ns / 1ps
module clk_div(
    input clk,
    output reg nclk
);
    localparam DIVIDER = 5000;
    reg [19:0] counter;
    initial begin
        counter = 0;
        nclk = 0;
    end
    always @(posedge clk) begin
        if (counter == DIVIDER - 1) begin
            counter <= 0;
            nclk <= ~nclk;  
        end else begin
            counter <= counter + 1;
        end
    end
endmodule
`timescale 1ns / 1ps
module display(
    input clk,
    input rst_n,
    input [3:0] display7,
    input [3:0] display6,
    input [3:0] display5,
    input [3:0] display4,
    input [3:0] display3,
    input [3:0] display2,
    input [3:0] display1,
    input [3:0] display0,
    output reg [7:0] segment,
    output reg [7:0] enable
    );
    reg [3:0] current_digit;
    reg [2:0] count;
    wire nclk;
    clk_div U0 (.clk(clk), .nclk(nclk));
    always@(posedge nclk) begin
        if (!rst_n) begin
            count <= 3'b000;
        end else begin
            count <= (count == 3'b111) ? 3'b000 : count + 1;
        end
    end
    always@(*) begin
        if (!rst_n)begin
            enable <= 8'b11111111;
        end else begin 
            case(count)
                3'b000: enable <= 8'b11111110;
                3'b001: enable <= 8'b11111101;
                3'b010: enable <= 8'b11111011;
                3'b011: enable <= 8'b11110111;
                3'b100: enable <= 8'b11101111;
                3'b101: enable <= 8'b11011111;
                3'b110: enable <= 8'b10111111;
                3'b111: enable <= 8'b01111111;
                default: enable <= 8'b11111111;
            endcase
        end
        case(count)
            3'b000: current_digit <= display0;
            3'b001: current_digit <= display1;
            3'b010: current_digit <= display2;
            3'b011: current_digit <= display3;
            3'b100: current_digit <= display4;
            3'b101: current_digit <= display5;
            3'b110: current_digit <= display6;
            3'b111: current_digit <= display7;
            default: current_digit <= 4'b1111;
        endcase
    end
    always@(*) begin
        if (!rst_n) begin
            segment <= 8'b11111111;
        end else begin
            case(current_digit)
                4'd0: segment <= 8'b00000011;
                4'd1: segment <= 8'b10011111;
                4'd2: segment <= 8'b00100101;
                4'd3: segment <= 8'b00001101;
                4'd4: segment <= 8'b10011001;
                4'd5: segment <= 8'b01001001;
                4'd6: segment <= 8'b01000001;
                4'd7: segment <= 8'b00011111;
                4'd8: segment <= 8'b00000001;
                4'd9: segment <= 8'b00001001;
                default: segment <= 8'b11111111;
            endcase
        end
    end
endmodule

===== run.sh =====
#!/bin/bash
# OpenROAD 26Q1-2900-gdf79404cd8, Yosys 0.63+post, stock flow scripts
make -C /OpenROAD-flow-scripts/flow DESIGN_CONFIG=/design/flow/config.mk WORK_HOME=/design/flow/orfs finish

==> results_slide.txt <==
Flow Results at a Glance

Power and ir drop
  – LEAKAGE: 0.000998 uW
  – PD cells: 241 nW/um2
  – VDD IR max: 423 uV
  – Pwr Total: 630 uW

Timing
  – Count of unclocked register or latch pins: 11
  – Tcrit/Tclk final: 0.999
  – Unrepaired setup endpoints after global routing: true
  – Final setup violation count: 0
  – Clk_skew: 1.29 ps
  – Worst-margin pin slew: 749 ps
  – Post-route minimum period: 2600 ps
  – Endpoints left unconstrained: 11
  – Fmax: 385 MHz
  – Final hold vios: 0
  – Rel. slew slack: 0.496
  – Slew Viols, Final: 0

Synthesis
  – # Cells Yosys: 199
  – Cell Type Count: 50
  – Count of library flops with an enable pin: 1
  – Synthesis Warnings: 2
  – Syn Area/Cell: 9.04 um2
  – Yosys reg bits: 32
  – Top FF cell, synth: dfxtp_1
  – Seq/Total Area, Yosys: 0.362
  – Post-Syn Instances: 199
  – Netlist Area Pre-Place: 1800 um2
  – Chip Area, Yosys: 1800 um2
  – Ys async rst share: 0

Routing
  – Routed Antenna Nets: 0
  – Residual DRC count: 0
  – Drt first-iter violations: 52
  – Via Count: 1637
  – Vias per cell: 4.52
  – Post-Route WL: 4700 um
  – Diode count: 0
  – Avg WL per Cell: 13.0 um
  – DR pass1 iterations: 4

Placement
  – Port Buffers: 48
  – Gpl congestion: 0.813
  – Post-DP HPWL: 3610 um

Floorplan
  – Core Area: 8130 um2
  – # IOs: 50
  – Site Rows: 33
  – Die Height: 111 um
  – Fp util: 0.221
  – Die x size: 111 um
  – DIE AREA: 12300 um2

Clock network
  – Late-Pin Clk Latency: 250 ps
  – CTS tree: done
  – Clock slew at reported path FFs: 70 ps
  – Post-CTS Hold Fix Bufs: 0
  – # H-tree levels: 1
  – CTS Buf Count: 3
  – CTS Root Cell: clkbuf_8
  – Clock Path Buffers: 2

Worst setup path
  – CP required: 2080 ps
  – Critical Path Start Type: input port
  – Crit. End Element: output pin
  – Maximum fanout along the worst path: 2
  – Setup CP Type: in -> out
  – Arrival time worst endpoint: 2080 ps

Finish
  – Layout cell share with drive strength beyond 1: 0.241
  – Fin util: 0.321
  – Layout area overhead: 45.3%

Flow run
  – Tool Warnings: 34
  – Max_cap viols: 0

Hold path
  – Hold WC Path Type: reg -> reg

Outcome
  – Outcome: completed

Global routing
  – First-pass GRT wire length: 7880 um
  – GRT Util Overall: 0.0735
  – Vias in the first global route: 1563
  – Initial antenna violation count: 0
  – Pin count of the biggest net entering global routing: 13
  – Overflow after GRT: 0
## metrics by stage
step	area (um2)	hold WS [ps]	std cells	setup slack [ps]	setup TNS (ps)
6_report	2610	447	362	1.98	0
5_1_grt	2610	491	362	-124	-470
4_1_cts	2600	453	361	9.13	0
3_5_place_dp	2420	436	352	-794	-4960
3_3_place_gp	2420	426	352	-784	-4870
2_1_floorplan	1800	418	199	169	0
## cell usage in the layout (no fill, tap or decap), drive strengths merged, types with 2 or more instances in the layout
cell           count
dfxtp             31
buf               23
clkdlybuf4s50     19
nor2              15
nand2             13
ha                12
xnor2             11
nand2b            10
nand3             10
inv               10
dlygate4sd2        9
clkbuf             9
a22oi              7
nor3               7
o21ai              7
xor2               6
or3                6
a221oi             4
a21oi              3
o211ai             3
nand4              3
clkdlybuf4s15      3
or4                3
a31oi              3
and2               3
a222oi             2
mux2i              2
nor2b              2
nor4b              2
and3               2
dlymetal6s2s       2
o22ai              2
## cell type report
cell class | instances | area (um2)
Tap cell | 105 | 131
Sequential cell | 32 | 651
Inverter | 10 | 40.0
Fill cell | 822 | 5520
Clock buffer | 4 | 45.0
Timing Repair Buffer | 61 | 534
Multi-Input combinational cell | 150 | 1210
## timing repair
action,CTS,global route
cloned,0,0
endpoints found under the hold margin,0,0
setup buffers,5,1
pin swaps,30,8
gates resized,88,14
setup endpoints to repair,7,7
## Yosys cell counts, types with 2 or more instances
master    number  area (um2)
dfxtp_1       31         621
nor2_1        15        56.3
nand2_1       13        48.8
ha_1          12         150
xnor2_1       11        96.3
inv_1         10        37.5
nand2b_1      10        62.6
nand3_1       10        50.1
a22oi_1        7        52.6
nor3_1         6        30.0
xor2_1         6        52.6
or3_1          5        31.3
a221oi_1       4        35.0
a21oi_1        3        15.0
a31oi_1        3        18.8
clkbuf_1       3        11.3
nand4_1        3        18.8
o211ai_1       3        22.5
o21ai_1        3        15.0
a222oi_1       2        20.0
and2_1         2        12.5
and3_1         2        12.5
buf_6          2        22.5
mux2i_1        2        20.0
nor2b_1        2        12.5
nor4b_1        2        17.5
o21ai_0        2        10.0
o21ai_2        2        17.5
or4_1          2        15.0
## cell families (layout without fill, tap and decap cells)
family / Yosys count / count (layout) / share of synthesized area
mux: 2 / 2 / 0.0111
simple gates: 80 / 80 / 0.246
compound gates: 38 / 38 / 0.166
fa+ha+maj: 12 / 12 / 0.0835
xor+xnor: 17 / 17 / 0.0828
buf+inv: 17 / 75 / 0.0466
flops: 32 / 32 / 0.362
other cells: 1 / 1 / 0.00209
## critical path, stage by stage
cell,delay [ps]
clkdlybuf4s50_1,410
nor3_2,260
a31oi_4,60
inv_2,100
ha_4,200
inv_2,40
o211ai_1,100
and2_1,180
o21ai_1,100
buf_2,100
## power breakdown
part           leakage, uW  switching [uW]  internal (uW)
registers         0.000263               0            324
clock network    0.0000228            96.6            109
logic             0.000712            37.4           63.7
## layer usage
metal | track usage | vias up | wire, um
li1 | - | 829 | -
met1 | 0.108 | 752 | 2500
met2 | 0.112 | 54 | 1940
met3 | 0.0170 | 2 | 251
met4 | 0.00347 | 0 | 12
met5 | 0 | - | 0
## path summary, 6_finish.rpt
kind / start / slack, ps / end / cells after the start
setup reg to reg: U0.counter[2]$_SDFF_PN0_ / 840 / U0.counter[17]$_SDFF_PN0_ / 4
setup / recovery: display0[0] / 2 / segment[6] / 10
hold reg to reg: U0.counter[0]$_SDFF_PN0_ / 450 / U0.counter[0]$_SDFF_PN0_ / 1
hold / removal: U0.counter[0]$_SDFF_PN0_ / 450 / U0.counter[0]$_SDFF_PN0_ / 1
Power is estimated from default activity; no workload was simulated.
