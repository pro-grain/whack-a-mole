==> /design/flow/design.v <==
`timescale 1ns / 1ps
module board_timer(
    input clk,
    input rst_n,
    input load,
    input [27:0] loadval,
    output reg time_trigger
    );
    reg [27:0] counter;
    initial begin
        time_trigger = 0;
        counter = 0;
    end
    always @(posedge clk or negedge rst_n) begin
        if (!rst_n) begin
            counter <= 28'd0;
            time_trigger <= 1'b0;
        end else if (load) begin
            counter <= loadval;
            time_trigger <= 1'b0;
        end else if (counter > 0) begin
            counter <= counter - 1;
            time_trigger <= 1'b0;
        end else begin
            time_trigger <= 1'b1;
        end
    end
endmodule
==> /design/flow/run.sh <==
#!/bin/bash
# OpenROAD 26Q1-2900-gdf79404cd8, Yosys 0.63+post, stock flow scripts
make -C /OpenROAD-flow-scripts/flow DESIGN_CONFIG=/design/flow/config.mk WORK_HOME=/design/flow/orfs finish
==> /design/flow/config.mk <==
export PLATFORM = sky130hd
export DESIGN_NAME = board_timer
export DESIGN_NICKNAME = board_timer
export VERILOG_FILES = /design/flow/design.v
export SDC_FILE = /design/flow/constraint.sdc
export NUM_CORES = 4
export LEC_CHECK = 1
export CORE_AREA = 10 10 103 103
export DIE_AREA = 0 0 113 113
==> /design/flow/constraint.sdc <==
current_design board_timer

set clk_period 10.0
set clk_io_pct 0.2

create_clock -name clk0 -period $clk_period [get_ports {clk}]

set non_clock_inputs [all_inputs -no_clocks]
set_input_delay [expr $clk_period * $clk_io_pct] -clock clk0 $non_clock_inputs
set_output_delay [expr $clk_period * $clk_io_pct] -clock clk0 [all_outputs]
==> run summary <==
fresh numbers from the pnr run: outcome finished, final reports clean, pin count of the biggest net entering global routing 48, Core Area 8299 um^2, Worst EP arrival 4.25 ns, leakage power 0.7455 nW, PwrDens 129.8 nW/um^2, final setup skew 0.002412 ns, remaining antenna violation count 0, Post-synth EDFFs 0, number of global-route vias before repair 1534, slowest stage delay, CP 0.73 ns, Yosys warning count 1, Slew @ Worst Pin 0.6103 ns, Synth Seq Share 42.87%, IO Pins 32, mux share 0%, Synth area leader dfrtp_1, aoi share 19.73%, number of antenna violations at the first check in global routing 0, post_cts resized 0, ratio of cells with drive above 1 in the final layout 6.335%, critical path launch point type input pin, # port buffers 31, hold buffers post-CTS 0, Post-Route WL 4442 um, Die Ht 113 um, maximum buffer depth of the clock tree 2, Setup-failing EPs final 0, CTS clk-pin slew, worst paths 0.06 ns, chip area in the Yosys report 1693 um^2, worst-path cell chain clkdlybuf4s50_1 > nor2_1 > nand4_1 > or4_1 > clkinv_4 > a21oi_1 > o221a_1, synth-to-layout area growth 28.53%, Overflow after GRT 0, area share, top type 42.87%, maximum VDD drop 50.63 uV, number of CTS-inserted buffers 5, hold slack 0.5332 ns, Initial Utilization 20.40%, H-Tree Level Count 2, Worst Path Max Fanout 18, GRT Total Usage 7.134%, Simple-Gate Area Share 23.28%, DRC Markers 0, period utilization 40.91%, library cells used by synthesis 32, Adder Area Share 1.478%, gpl congestion 0.8140, Die X-Extent 113 um, RSZ-0062 raised after global routing false, first-pass GRT wire length 7797 um, TritonRoute pass-1 iters 4, Vias per Instance 4.543, crit end category flop, # Max-Cap Violations 0, CTS root buf clkbuf_8, post-DP HPWL 3022 um, mapped cell area 1693 um^2, Setup CP Type input pin to flop, #FFs+latches synth 29, clk ins delay skew pair 0.28 ns, die area 12770 um^2, CTS tree built, wire length per cell 13.63 um, Hold Vio Cnt, Final 0, CTS Sinks 29, Setup Total Neg Slack 0 ns, final slew viol count 0, Flop area 725.7 um^2, std cell rows 33, top cells by area dfrtp_1 (43%), nor2_1 (6.9%), xnor2_1 (5.7%), crit path time final 4.091 ns, logic area 875.8 um^2, Hold Path Class flop to flop, vias 1481, XOR/XNOR Area Share 7.243%, WP data required 10.16 ns, # fillers 884, number of setup buffers added after CTS 0, critical path's slowest cell or4_1, Max-slew headroom 59.00%, drt first-iter violations 86, Synth Instances 193, FMAX 244.4 MHz, Mapped Avg Cell Area 8.771 um^2, Ant. Diodes 0, # Cells Yosys 193, Log Warnings 26, asr flop ratio synth 100.0%, Most common reg cell dfrtp_1, main logic family after synthesis simple AND/OR/NAND/NOR gates
-- worst max-delay path: cells and delay by family --
kind / cells / cell delay, ns
and+or+nand+nor: 3 / 1.03
buffers and inverters: 2 / 0.92
AOI/OAI and AO/OA: 2 / 0.30
-- where the power goes --
part / internal (mW) / leakage, nW / switching (mW)
combinational: 0.0253 / 0.373 / 0.0198
sequential: 0.128 / 0.328 / 0.0114
clock: 0.0545 / 0.0443 / 0.0430
-- cells by family after synthesis --
group / after synthesis
adders and majority gates: 2
and+or+nand+nor: 78
AOI/OAI and AO/OA: 51
buffers and inverters: 19
DFF: 29
xor gates and xnor gates: 14
-- path summary, 6_finish.rpt --
kind / start / endpoint / slack (ns) / depth (start not counted)
setup reg to reg: counter[10] / counter[9] / 7.00 / 6
hold reg to reg: counter[14] / counter[14] / 0.53 / 1
max in group asynchronous: rst_n / counter[7] / 7.61 / 2
min in group asynchronous: rst_n / counter[24] / 2.11 / 2
hold / removal: counter[14] / counter[14] / 0.53 / 1
setup / recovery: load / counter[9] / 5.91 / 7
-- cells in the mapped netlist (4+ instances only) --
library cell,number
or3_1,7
o21ai_0,12
inv_1,5
nand2_1,6
dfrtp_1,29
nor2_1,31
nor3_1,10
clkbuf_1,7
a311oi_1,7
xnor2_1,11
nor4_1,9
a211oi_1,10
nand3_1,4
a21oi_1,17
-- layer usage --
metal / wire length [um] / track usage, %
met1: 2270 / 10.95
met2: 1965 / 10.10
met3: 170 / 1.656
met4: 35 / 0.9306
met5: 0 / 0
-- sequential cells by signal, indices dropped and copies added (netlist names) --
signal        count
counter          28
time_trigger      1
-- layout make-up --
cell class	instances	share of cell area, %
multi-input cells	145	40.25
flip-flops and latches	29	33.35
repair buffers	33	14.95
well taps	105	6.038
clock buffers	7	3.968
inverters	7	1.438
-- cell usage in the layout (no fill, tap or decap), drive strengths merged --
master,instances
buf,2
dfrtp,29
o221a,3
or4,1
inv,5
nand3,4
xor2,3
ha,2
nand2,6
or4b,1
nand4,2
nor3,10
nor2,31
clkinv,2
xnor2,11
nand2b,1
or2,3
a222oi,1
nor3b,1
clkdlybuf4s50,31
a211oi,10
o31a,1
a311oi,7
or3,8
nor4,9
nand3b,1
clkbuf,7
o21ai,12
a21oi,17
-- metrics by stage --
step / cell area, um^2 / util [%] / power (mW) / instances / setup slack (ns)
2_1_floorplan: 1693 / - / 0.1654 / 193 / 6.840
3_3_place_gp: 2090 / 25.18 / 0.1866 / 319 / 5.673
3_5_place_dp: 2090 / 25.18 / 0.1869 / 319 / 5.616
4_1_cts: 2176 / 26.22 / 0.2859 / 326 / 5.901
5_1_grt: 2176 / 26.22 / 0.3022 / 326 / 5.691
6_report: 2176 / 26.22 / 0.2824 / 326 / 5.909
Power figures rest on the tool's default switching activity, not on a simulated workload.
